$ cat ./run.sh
#!/bin/bash
# OpenROAD 26Q1-2900-gdf79404cd8, Yosys 0.63+post, stock flow scripts
make -C /OpenROAD-flow-scripts/flow DESIGN_CONFIG=/design/flow/config.mk WORK_HOME=/design/flow/orfs finish
$ cat ./config.mk
export PLATFORM = sky130hd
export DESIGN_NAME = g
export DESIGN_NICKNAME = g
export VERILOG_FILES = /design/flow/design.v
export SDC_FILE = /design/flow/constraint.sdc
export NUM_CORES = 4
export LEC_CHECK = 1
export CORE_AREA = 10 10 76 76
export DIE_AREA = 0 0 86 86
$ cat ./constraint.sdc
current_design g

set clk_period 3.1
set clk_io_pct 0.2

create_clock -name clk0 -period $clk_period [get_ports {CLOCK_50}]

set non_clock_inputs [all_inputs -no_clocks]
set_input_delay [expr $clk_period * $clk_io_pct] -clock clk0 $non_clock_inputs
set_output_delay [expr $clk_period * $clk_io_pct] -clock clk0 [all_outputs]
$ cat ./design.v
module g(
input [0:5] SW,
input [0:1] KEY,
input CLOCK_50,
output reg [0:6] HEX0,
output reg [0:6] HEX1,
output reg [0:6] HEX2,
output reg [0:6] HEX3
);
always @(posedge CLOCK_50) begin
if (      (SW[0] == 1) && (SW[1] == 0) && (SW[2] == 0) && (SW[3] == 0) && (SW[4] == 0) && (SW[5] == 0) && KEY[0]==0) begin
HEX0[0] <= 0;
HEX0[1] <= 0;
HEX0[2] <= 0;
HEX0[3] <= 1;
HEX0[4] <= 0;
HEX0[5] <= 0;
HEX0[6] <= 0;
end
else if ( (SW[0] == 1) && (SW[1] == 1) && (SW[2] == 0) && (SW[3] == 0) && (SW[4] == 0) && (SW[5] == 0)&& KEY[0]==0) begin
HEX0[0] <= 1;
HEX0[1] <= 1;
HEX0[2] <= 0;
HEX0[3] <= 0;
HEX0[4] <= 0;
HEX0[5] <= 0;
HEX0[6] <= 0;
end
else if ( (SW[0] == 1) && (SW[1] == 0) && (SW[2] == 0) && (SW[3] == 1) && (SW[4] == 0) && (SW[5] == 0)&& KEY[0]==0) begin
HEX0[0] <= 0;
HEX0[1] <= 1;
HEX0[2] <= 1;
HEX0[3] <= 0;
HEX0[4] <= 0;
HEX0[5] <= 0;
HEX0[6] <= 1;
end
else if ( (SW[0] == 1) && (SW[1] == 0) && (SW[2] == 0) && (SW[3] == 1) && (SW[4] == 1) && (SW[5] == 0)&& KEY[0]==0) begin
HEX0[0] <= 1;
HEX0[1] <= 0;
HEX0[2] <= 0;
HEX0[3] <= 0;
HEX0[4] <= 0;
HEX0[5] <= 1;
HEX0[6] <= 0;
end
else if ( (SW[0] == 1) && (SW[1] == 0) && (SW[2] == 0) && (SW[3] == 0) && (SW[4] == 1) && (SW[5] == 0)&& KEY[0]==0) begin
HEX0[0] <= 0;
HEX0[1] <= 1;
HEX0[2] <= 1;
HEX0[3] <= 0;
HEX0[4] <= 0;
HEX0[5] <= 0;
HEX0[6] <= 0;
end
else if ( (SW[0] == 1) && (SW[1] == 1) && (SW[2] == 0) && (SW[3] == 1) && (SW[4] == 0) && (SW[5] == 0)&& KEY[0]==0) begin
HEX0[0] <= 0;
HEX0[1] <= 1;
HEX0[2] <= 1;
HEX0[3] <= 1;
HEX0[4] <= 0;
HEX0[5] <= 0;
HEX0[6] <= 0;
end
else if ( (SW[0] == 1) && (SW[1] == 1) && (SW[2] == 0) && (SW[3] == 1) && (SW[4] == 1) && (SW[5] == 0)&& KEY[0]==0) begin
HEX0[0] <= 0;
HEX0[1] <= 1;
HEX0[2] <= 0;
HEX0[3] <= 0;
HEX0[4] <= 0;
HEX0[5] <= 0;
HEX0[6] <= 0;
end
else if ( (SW[0] == 1) && (SW[1] == 1) && (SW[2] == 0) && (SW[3] == 0) && (SW[4] == 1) && (SW[5] == 0)&& KEY[0]==0) begin
HEX0[0] <= 1;
HEX0[1] <= 0;
HEX0[2] <= 0;
HEX0[3] <= 1;
HEX0[4] <= 0;
HEX0[5] <= 0;
HEX0[6] <= 0;
end
else if ( (SW[0] == 0) && (SW[1] == 1) && (SW[2] == 0) && (SW[3] == 1) && (SW[4] == 0) && (SW[5] == 0)&& KEY[0]==0) begin
HEX0[0] <= 1;
HEX0[1] <= 0;
HEX0[2] <= 0;
HEX0[3] <= 1;
HEX0[4] <= 1;
HEX0[5] <= 1;
HEX0[6] <= 1;
end
else if ( (SW[0] == 0) && (SW[1] == 1) && (SW[2] == 0) && (SW[3] == 1) && (SW[4] == 1) && (SW[5] == 0)&& KEY[0]==0) begin
HEX0[0] <= 1;
HEX0[1] <= 0;
HEX0[2] <= 0;
HEX0[3] <= 0;
HEX0[4] <= 0;
HEX0[5] <= 1;
HEX0[6] <= 1;
end
else if ( (SW[0] == 1) && (SW[1] == 1) && (SW[2] == 1) && (SW[3] == 0) && (SW[4] == 0) && (SW[5] == 0)&& KEY[0]==0) begin
HEX0[0] <= 1;
HEX0[1] <= 1;
HEX0[2] <= 1;
HEX0[3] <= 0;
HEX0[4] <= 0;
HEX0[5] <= 0;
HEX0[6] <= 1;
end
else if ( (SW[0] == 1) && (SW[1] == 0) && (SW[2] == 1) && (SW[3] == 1) && (SW[4] == 0) && (SW[5] == 0)&& KEY[0]==0) begin
HEX0[0] <= 0;
HEX0[1] <= 1;
HEX0[2] <= 0;
HEX0[3] <= 1;
HEX0[4] <= 0;
HEX0[5] <= 1;
HEX0[6] <= 1;
end
else if (      (SW[0] == 1) && (SW[1] == 0) && (SW[2] == 1) && (SW[3] == 1) && (SW[4] == 1) && (SW[5] == 0) && KEY[0]==0) begin
HEX0[0] <= 1;
HEX0[1] <= 1;
HEX0[2] <= 0;
HEX0[3] <= 1;
HEX0[4] <= 0;
HEX0[3] <= 0;
HEX0[4] <= 0;
HEX0[5] <= 0;
HEX0[6] <= 1;
end
else if (      (SW[0] == 1) && (SW[1] == 1) && (SW[2] == 1) && (SW[3] == 1) && (SW[4] == 0) && (SW[5] == 0) && KEY[0]==0) begin
HEX0[0] <= 0;
HEX0[1] <= 0;
HEX0[2] <= 1;
HEX0[3] <= 1;
HEX0[4] <= 0;
HEX0[5] <= 0;
HEX0[6] <= 0;
end
else if (      (SW[0] == 1) && (SW[1] == 1) && (SW[2] == 1) && (SW[3] == 1) && (SW[4] == 1) && (SW[5] == 0) && KEY[0]==0) begin
HEX0[0] <= 0;
HEX0[1] <= 0;
HEX0[2] <= 0;
HEX0[3] <= 1;
HEX0[4] <= 1;
HEX0[5] <= 0;
HEX0[6] <= 0;
end
else if (      (SW[0] == 1) && (SW[1] == 1) && (SW[2] == 1) && (SW[3] == 0) && (SW[4] == 1) && (SW[5] == 0) && KEY[0]==0) begin
HEX0[0] <= 1;
HEX0[1] <= 1;
HEX0[2] <= 1;
HEX0[3] <= 1;
HEX0[4] <= 0;
HEX0[5] <= 1;
HEX0[6] <= 0;
end
else if (      (SW[0] == 0) && (SW[1] == 1) && (SW[2] == 1) && (SW[3] == 1) && (SW[4] == 0) && (SW[5] == 0) && KEY[0]==0) begin
HEX0[0] <= 0;
HEX0[1] <= 1;
HEX0[2] <= 0;
HEX0[3] <= 0;
HEX0[4] <= 1;
HEX0[5] <= 0;
HEX0[6] <= 0;
end
else if (      (SW[0] == 0) && (SW[1] == 1) && (SW[2] == 1) && (SW[3] == 1) && (SW[4] == 1) && (SW[5] == 0) && KEY[0]==0) begin
HEX0[0] <= 1;
HEX0[1] <= 1;
HEX0[2] <= 0;
HEX0[3] <= 0;
HEX0[4] <= 0;
HEX0[5] <= 0;
HEX0[6] <= 0;
end
else if (      (SW[0] == 1) && (SW[1] == 0) && (SW[2] == 1) && (SW[3] == 0) && (SW[4] == 0) && (SW[5] == 1) && KEY[0]==0) begin
HEX0[0] <= 1;
HEX0[1] <= 0;
HEX0[2] <= 0;
HEX0[3] <= 0;
HEX0[4] <= 0;
HEX0[5] <= 0;
HEX0[6] <= 1;
end
else if (      (SW[0] == 1) && (SW[1] == 1) && (SW[2] == 1) && (SW[3] == 0) && (SW[4] == 0) && (SW[5] == 1) && KEY[0]==0) begin
HEX0[0] <= 1;
HEX0[1] <= 1;
HEX0[2] <= 0;
HEX0[3] <= 0;
HEX0[4] <= 0;
HEX0[5] <= 1;
HEX0[6] <= 1;
end
else if (      (SW[0] == 0) && (SW[1] == 1) && (SW[2] == 1) && (SW[3] == 1) && (SW[4] == 1) && (SW[5] == 1) && KEY[0]==0) begin
HEX0[0] <= 1;
HEX0[1] <= 0;
HEX0[2] <= 1;
HEX0[3] <= 0;
HEX0[4] <= 1;
HEX0[5] <= 0;
HEX0[6] <= 1;
end
else if (      (SW[0] == 1) && (SW[1] == 0) && (SW[2] == 1) && (SW[3] == 1) && (SW[4] == 0) && (SW[5] == 1) && KEY[0]==0) begin
HEX0[0] <= 1;
HEX0[1] <= 0;
HEX0[2] <= 1;
HEX0[3] <= 1;
HEX0[4] <= 0;
HEX0[5] <= 0;
HEX0[6] <= 0;
end
else if (      (SW[0] == 1) && (SW[1] == 0) && (SW[2] == 1) && (SW[3] == 1) && (SW[4] == 1) && (SW[5] == 1) && KEY[0]==0) begin
HEX0[0] <= 1;
HEX0[1] <= 0;
HEX0[2] <= 0;
HEX0[3] <= 0;
HEX0[4] <= 1;
HEX0[5] <= 0;
HEX0[6] <= 0;
end
else if (      (SW[0] == 1) && (SW[1] == 0) && (SW[2] == 1) && (SW[3] == 0) && (SW[4] == 1) && (SW[5] == 1) && KEY[0]==0) begin
HEX0[0] <= 0;
HEX0[1] <= 0;
HEX0[2] <= 1;
HEX0[3] <= 0;
HEX0[4] <= 0;
HEX0[5] <= 1;
HEX0[6] <= 0;
end
else begin
HEX0[0] <= 1;
HEX0[1] <= 1;
HEX0[2] <= 1;
HEX0[3] <= 1;
HEX0[4] <= 1;
HEX0[5] <= 1;
HEX0[6] <= 1;
HEX1[0] <= 1;
HEX1[1] <= 1;
HEX1[2] <= 1;
HEX1[3] <= 1;
HEX1[4] <= 1;
HEX1[5] <= 1;
HEX1[6] <= 1;
HEX2[0] <= 1;
HEX2[1] <= 1;
HEX2[2] <= 1;
HEX2[3] <= 1;
HEX2[4] <= 1;
HEX2[5] <= 1;
HEX2[6] <= 1;
HEX3[0] <= 1;
HEX3[1] <= 1;
HEX3[2] <= 1;
HEX3[3] <= 1;
HEX3[4] <= 1;
HEX3[5] <= 1;
HEX3[6] <= 1;
end
end
endmodule
==> reports/metrics.csv <==
stage;metric;value;unit
status;status;complete, no violations;
grt;pin count of the biggest net entering global routing;19;
clock_tree;Clk pin slew, worst setup/hold paths;40;ps
worst_setup_path;worst endpoint required time;3190;ps
final_timing;setup violators final;0;
final_timing;Worst Max-Slew Pin Slew;618;ps
detailed_routing;WL per Instance;12.1;µm
cells_and_area;number of flip-flops in the largest register;7;
placement;routability cong.;0.925;
yosys;Synth Warn #;1;
floorplan;Pre-Place Util;22.2;%
clock_tree;Max H-tree Level;1;
worst_setup_path;kind of critical path;input pin to register;
worst_setup_path;CP startpoint kind;input pin;
power;Max VDD drop;0.0734;mV
grt;GRT overflow;0;
job;OpenROAD warnings;26;
detailed_routing;Iter 0 DRT Violations;127;
detailed_routing;via count;827;
cells_and_area;final instance area;992;µm²
floorplan;Die H;86;µm
detailed_routing;drt first pass iters;4;
yosys;area share of fa/ha/maj cells after synthesis;1.10;%
placement;Post-Place Cell Area;947;µm²
grt;number of global-route vias before repair;776;
power;power density cells;312;nW/µm²
grt;All-Layer GR Usage;5.85;%
floorplan;Core Rows;23;
grt;initial antenna violation count;0;
floorplan;core area;4120;µm²
yosys;synthesis area per yosys;913;µm²
clock_tree;Post-CTS Setup Repair Bufs;0;
clock_tree;clock root buffer;clkbuf_8;
clock_tree;CTS Buf Count;3;
detailed_routing;# DRC;0;
yosys;Mapped Cells;124;
cells_and_area;# fillers;463;
floorplan;die area;7400;µm²
final_timing;FMAX;0.417;GHz
clock_tree;Sink Count;7;
yosys;multiplexer share of the synthesized area;3.29;%
cells_and_area;top flop regs;HEX0 x7;
final_timing;Slew HR;58.7;%
yosys;Commonest flop;dfxtp_1;
power;total power;310;µW
yosys;synthesized area per cell;7.37;µm²
final_timing;RSZ-0062 raised after global routing;false;
cells_and_area;combinational gate area;586;µm²
final_timing;Hold Violations, Final;0;
yosys;simple share;25.8;%
yosys;Registers, synthesis;7;
final_timing;hold_ws;1310;ps
cells_and_area;area grow syn2layout;8.63;%
yosys;Dominant comb cell;buffers and inverters;
cells_and_area;share of layout cells above drive strength 1;7.52;%
detailed_routing;number of antenna diodes;0;
cells_and_area;Most flops, register;HEX0;
floorplan;Die X;86;µm
worst_setup_path;CP max FO;18;
final_timing;Final min period;2400;ps
final_timing;fin. max-slew vios;0;
yosys;Yosys cell types;43;
final_timing;post-layout period usage;77.4;%
min_path;Hold WC Path Type;input pin to register;
detailed_routing;Final ANT Viol Nets;0;
worst_setup_path;worst endpoint data arrival time;2490;ps
yosys;register share after synthesis;15.3;%
placement;HPWL after DPL;1.73;mm
yosys;Async S/R FF share, synth;0;%
power;Static Leak;0.000405;µW
clock_tree;TritonCTS clock tree;done;
yosys;number of synthesized flops with an enable pin;0;
final_timing;Fin Setup TNS;0;ps
yosys;Syn Std Cell Area;913;µm²
clock_tree;clk buf depth;2;
yosys;XOR/XNOR share of the synthesized area;1.92;%
clock_tree;cts hold-fix bufs;0;
yosys;AO/OA Area Share;23.4;%
detailed_routing;vias per cell;4.52;
worst_setup_path;nature of the critical path endpoint;register;
yosys;Yosys Instances;124;
clock_tree;post_cts resized;0;
floorplan;IO Pins;37;
placement;port bufs;14;
cells_and_area;Reg area;140;µm²
job;Max Cap Viol;0;
grt;first-pass GRT wire length;3.74;mm
detailed_routing;Total Wirelength;2.21;mm
cells_and_area;Final Util;24.1;%
==> where the power goes <==
part,switching (µW),total [µW],internal (µW),leakage (µW)
registers,1.19,97.5,96.3,0.0000577
logic,47.8,87.8,40.0,0.000324
clock network,36.0,125,88.6,0.0000228
==> final timing paths <==
kind | endpoint | startpoint | slack (ps) | cells past startpoint
worst max-delay path | HEX0[3] | SW[4] | 700 | 6
worst min-delay path | HEX0[0] | KEY[0] | 1310 | 3
==> Yosys cell counts, types with 2 or more instances <==
master    count  area, µm²
buf_4        22        165
buf_6         2       22.5
dfxtp_1       7        140
and3_1        2       12.5
clkbuf_8      4       55.1
o21ai_0       8       40.0
nor2b_1       2       12.5
inv_1         3       11.3
a21oi_1       6       30.0
or2b_2        2       17.5
nand2_1      12       45.0
nor2_1       15       56.3
a22oi_1       2       15.0
nor3_1        2       10.0
and2b_2       2       17.5
o22a_1        2       17.5
mux2i_1       3       30.0
nand3b_1      2       15.0
nor4_1        2       12.5
==> kinds of logic after synthesis <==
family	count (synthesis)
AND/OR/NAND/NOR	46
XOR/XNOR	2
AND-OR/OR-AND	31
multiplexers	3
adder cells (fa/ha/maj)	1
buffers and inverters	33
other	1
flip-flops	7
==> through the flow <==
| stage | setup slack, ps | instances |
|---|---|---|
| finish | 702 | 183 |
| global route | 541 | 183 |
| CTS | 717 | 183 |
| detailed placement | 478 | 179 |
| global placement | 473 | 179 |
| floorplan | 1370 | 144 |
==> per-layer routing <==
metal / global-route usage [%] / up-vias / share of wire, % / wire length [µm]
li1: - / 419 / - / -
met1: 7.96 / 363 / 43 / 961
met2: 8.79 / 40 / 45 / 998
met3: 2.10 / 5 / 9.8 / 217
met4: 0.898 / 0 / 1.5 / 33
met5: 0 / - / 0 / 0
==> layout by cell type (no fill, tap or decap), types with 2 or more instances in the layout <==
cell,count
a22oi_1,2
clkdlybuf4s50_1,14
and2b_2,2
inv_1,3
or2b_2,2
o21ai_0,8
a21oi_1,6
o22a_1,2
nand3b_1,2
nor2b_1,2
conb_1,21
clkbuf_8,3
dfxtp_1,7
nor2_1,15
nand2_1,12
mux2i_1,3
nor4_1,2
nor3_1,2
and3_1,2
==> final cells by class <==
class	count	share of cell area, %
clock buffer	4	4.54
sequential	7	14.1
inverter	3	1.13
multi-input combinational	104	59.0
tap	50	6.31
timing repair buffer	15	14.9
==> critical path: stages <==
cell             delay [ps]
clkdlybuf4s50_1         720
nand2b_1                330
or4_4                   520
o211ai_2                 70
a311o_1                 150
o41ai_1                  70
No activity file was given, so power comes from the tool's default toggle rates.
